<file path="/design/flow/config.mk">
export PLATFORM = sky130hd
export DESIGN_NAME = CONV
export DESIGN_NICKNAME = CONV
export VERILOG_FILES = /design/flow/design.v
export SDC_FILE = /design/flow/constraint.sdc
export NUM_CORES = 4
export LEC_CHECK = 1
export CORE_UTILIZATION = 40
</file>
<file path="/design/flow/constraint.sdc">
current_design CONV

set clk_period 24.9
set clk_io_pct 0.2

create_clock -name clk0 -period $clk_period [get_ports {clk}]

set non_clock_inputs [all_inputs -no_clocks]
set_input_delay [expr $clk_period * $clk_io_pct] -clock clk0 $non_clock_inputs
set_output_delay [expr $clk_period * $clk_io_pct] -clock clk0 [all_outputs]
</file>
<file path="/design/flow/design.v">
`timescale 1ns/10ps
module  CONV(
	input		clk,
	input		reset,
	output reg	busy,	
	input		ready,	
	output reg [11:0]iaddr,
	input [19:0]idata,	
	output reg 	cwr,
	output reg [11:0]caddr_wr,
	output reg [19:0]cdata_wr,
	output reg 	crd,
	output reg [11:0]caddr_rd,
	input [19:0]cdata_rd,
	output reg [2:0] csel
	);
	reg [3:0] state, next_state;
	parameter IDLE = 0, LOAD = 1, OUT_L0 = 2, READ_L1 = 3, OUT_L1 = 4, FIN = 5;
	parameter k0 = 20'h0A89E, k1 = 20'h092D5, k2 = 20'h06D43, k3 = 20'h01004;
	parameter k4 = 20'hF8F71, k5 = 20'hF6E54, k6 = 20'hFA6D7, k7 = 20'hFC834, k8 = 20'hFAC19;
	parameter bias = 20'h01310;
	reg [11:0] addr_cnt;  
	reg [3:0]  cnt;
	wire [5:0] x, y;
	assign x = addr_cnt[5:0];
	assign y = addr_cnt[11:6];
	reg signed [19:0] pix;
	reg signed [19:0] kernel;
	reg signed [19:0] max;
	always@(posedge clk or posedge reset)begin
		if(reset) state <= IDLE;
		else state <= next_state;
	end
	always@(*) begin
		case (state)
			IDLE:    next_state = LOAD;
			LOAD:    next_state = (cnt == 11) ? OUT_L0 : LOAD;
			OUT_L0:  next_state = (addr_cnt == 4095) ? READ_L1 : LOAD;
			READ_L1: next_state = (cnt == 4) ? OUT_L1 : READ_L1;
			OUT_L1:  next_state = (addr_cnt == 4030) ? FIN : READ_L1;
			FIN:     next_state = IDLE;
			default: next_state = IDLE;
		endcase
	end
	always@(posedge clk or posedge reset)begin
		if(reset) busy <= 0;
		else if(ready) busy <= 1;
		else if(state == FIN) busy <= 0;
	end
	always@(posedge clk or posedge reset)begin
		if(reset) begin
			addr_cnt <= 0;
		end
		else begin
			case (state)
				OUT_L0: addr_cnt <= addr_cnt + 1;
				OUT_L1: begin
					if(x==62) addr_cnt <= {y + 6'd2, 6'd0};
					else addr_cnt <= addr_cnt + 2;
				end
				default: addr_cnt <= addr_cnt;
			endcase
		end
	end
	always @(posedge clk or posedge reset) begin
		if(reset) cnt <= 0;
		else begin
			case (state)
				LOAD:    cnt <= cnt + 1;
				READ_L1: cnt <= cnt + 1;
				default: cnt <= 0;
			endcase
		end
	end
	always @(posedge clk or posedge reset) begin
		if(reset) iaddr <= 0;
		else if(state == LOAD) begin
			case(cnt)
				0: iaddr <= (y == 0 || x == 0) ? 20'd0 : {y - 6'd1, x - 6'd1}; 
				1: iaddr <= (y == 0) ? 20'd0 : {y - 6'd1, x};
				2: iaddr <= (y == 0 || x == 63) ? 20'd0 : {y - 6'd1, x + 6'd1};
				3: iaddr <= (x == 0) ? 20'd0 : {y, x - 6'd1};
				4: iaddr <= {y, x};
				5: iaddr <= (x == 63) ? 20'd0 : {y, x + 6'd1};
				6: iaddr <= (y == 63 || x == 0) ? 20'd0 : {y + 6'd1, x - 6'd1};
				7: iaddr <= (y == 63) ? 20'd0 : {y + 6'd1, x};
				8: iaddr <= (y == 63 || x == 63) ? 20'd0 : {y + 6'd1, x + 6'd1};
				default: iaddr <= iaddr;
			endcase
		end
	end
	always @(*) begin
		case(cnt)
			1: pix = (y == 0 || x == 0) ? 20'd0 : idata; 
			2: pix = (y == 0) ? 20'd0 : idata;
			3: pix = (y == 0 || x == 63) ? 20'd0 : idata;
			4: pix = (x == 0) ? 20'd0 : idata;
			5: pix = idata;
			6: pix = (x == 63) ? 20'd0 : idata;
			7: pix = (y == 63 || x == 0) ? 20'd0 : idata;
			8: pix = (y == 63) ? 20'd0 : idata;
			9: pix = (y == 63 || x == 63) ? 20'd0 : idata;
			default: pix = 20'd0;
		endcase
	end
	always @(*) begin
		case(cnt)
			1: kernel = k0;
			2: kernel = k1;
			3: kernel = k2;
			4: kernel = k3;
			5: kernel = k4;
			6: kernel = k5;
			7: kernel = k6;
			8: kernel = k7;
			9: kernel = k8;
			default: kernel = 0;
		endcase
	end
	wire signed [39:0] product_tmp;
	assign product_tmp = kernel * pix;
	reg signed [39:0] product_sum;
	always @(posedge clk or posedge reset) begin
		if(reset) product_sum <= 40'd0;
		else if(state == LOAD)begin
			case(cnt)
				0: product_sum <= 40'd0;
				1: product_sum <= product_sum + product_tmp;
				2: product_sum <= product_sum + product_tmp;
				3: product_sum <= product_sum + product_tmp;
				4: product_sum <= product_sum + product_tmp;
				5: product_sum <= product_sum + product_tmp;
				6: product_sum <= product_sum + product_tmp;
				7: product_sum <= product_sum + product_tmp;
				8: product_sum <= product_sum + product_tmp;
				9: product_sum <= product_sum + product_tmp;
				10: product_sum <= product_sum + {4'd0, bias, 1'b1, 15'd0};  
				default: product_sum <= product_sum; 
			endcase
		end
		else begin
			product_sum <= 40'd0;
		end
	end
	always@(posedge clk or posedge reset)begin
		if(reset) begin
			cwr <= 0;
			caddr_wr <= 0;
			cdata_wr <= 0;
		end
		else begin
			case (state)  
				OUT_L0:begin
					cwr <= 1;
					caddr_wr <= addr_cnt;
					cdata_wr <= product_sum[39] ? 20'd0 : product_sum[35:16];
				end
				OUT_L1:begin
					cwr <= 1;
					caddr_wr <= caddr_wr + 1;
					cdata_wr <= max;
				end
				default: begin
					cwr <= 0;
					cdata_wr <= 0;
				end
			endcase
		end
	end
	always@(posedge clk or posedge reset)begin
		if(reset) begin
			csel <= 3'b000;
		end
		else begin
			case (state)  
				OUT_L0: csel <= 3'b001;
				READ_L1:csel <= 3'b001;
				OUT_L1: csel <= 3'b011;
				default:csel <= 3'b000;
			endcase
		end
	end
	always @(posedge clk or posedge reset) begin
		if(reset) begin
			crd <= 0;
			caddr_rd <= 0;
		end
		else if(state == READ_L1) begin
			crd <= 1;
			case(cnt)
				0: caddr_rd <= {y, x}; 
				1: caddr_rd <= {y, x + 6'd1};
				2: caddr_rd <= {y + 6'd1, x};
				3: caddr_rd <= {y + 6'd1, x + 6'd1};
				default: caddr_rd <= caddr_rd;
			endcase
		end
		else begin
			crd <= 0;
			caddr_rd <= 0;
		end
	end
	always @(posedge clk or posedge reset) begin
		if(reset) max <= 0;
		else if(state == READ_L1) begin
			case(cnt)
				1: max <= cdata_rd; 
				2: max <= cdata_rd > max ? cdata_rd : max;
				3: max <= cdata_rd > max ? cdata_rd : max;
				4: max <= cdata_rd > max ? cdata_rd : max;
				default: max <= max;
			endcase
		end
		else begin
			max <= 0;
		end
	end
endmodule
</file>
<file path="/design/flow/run.sh">
#!/bin/bash
# OpenROAD 26Q1-2900-gdf79404cd8, Yosys 0.63+post, stock flow scripts
make -C /OpenROAD-flow-scripts/flow DESIGN_CONFIG=/design/flow/config.mk WORK_HOME=/design/flow/orfs finish
</file>
==> results.yml <==
# physical design summary
run:
  warning_count: 41
  max-cap-violations: 0
place:
  place_inst: 3642
  preCtsSetupSlack_ns: 11.97
  portBuffers: 103
  post-dp-hpwl_um: 52500
  routabilityCongestion: 0.988
  dpl-instance-area_um2: 26200
sta:
  clock.fmax_ghz: 0.0795
  fin_crit_sh: 0.505
  whs_ns: 0.388
  fin_worst_skew_ns: 0.0132
  rsz0062_at_grt: "no"
  worst_slack_ns: 12.32
  setup_viol: 0
  fin_tns_setup_ns: 0
  slew_viol_final: 0
  maxSlewHeadroom: 0.404
  period_needed_ns: 12.58
  finalHoldViolCount: 0
  worst_slew_pin_slew_ns: 0.893
setup_path:
  r2r_start: "cnt[1]"
  worst_path_max_delay_cell: "and2_0"
  worst-r2r-setup-slack_ns: 14.40
  path_buffers: 5
  cp-startpoint: "idata[2]"
  cp-start-kind: "input port"
  cp_slowest_stage_delay_ns: 0.64
  path_delay_family: "adder cells"
  arrival_ns: 12.92
  crit_top_cell: "fa_1"
  critical_path_class: "input port to flip-flop"
  cp.required_ns: 25.24
  path_max_fanout: 15
  path_cells: "clkdlybuf4s50_1 > and2_0 > nand2_1 > fa_1 > fa_1 > buf_4 > inv_1 > fa_1 > fa_1 > fa_1 > fa_1 > inv_1 > fa_1 > inv_1 > ha_1 > and4_1 > and3_1 > nand3_1 > a211oi_2 > o21ai_2 > a31oi_1 > o211ai_1 > and3_1 > o31ai_1"
  end_kind: "flip-flop"
cells_and_area:
  final_util: 0.444
  comb_area_um2: 17700
  layout_top_cells: "682 x inv_1, 436 x fa_1, 373 x nand2_1"
  drive_gt1_frac: 0.0387
  syn2layout_area_growth_pct: 9.92
  instances_no_fill: 3674
  lay_top_count: "inv_1"
  final_area_um2: 26700
  fill_cells: 5614
  register_area_um2: 3580
route:
  antennaDiodeCount: 0
  ant_nets: 0
  post_drt_via_cell_ratio: 5.10
  wl_met3_um: 4770
  totalWireLength_um: 63000
  m1WireLength_um: 26100
  top_layer_used: "met5"
  drt-initial-drc-count: 1040
  drc_errors: 0
  met2_length_um: 31400
  wire_per_inst_um: 17.2
  vias: 18700
  firstDrtPassIters: 29
floorplanning:
  chipArea_um2: 61800
  ios: 105
  num_rows: 90
  die_w_um: 249
  die_h_um: 249
  coreArea_um2: 60200
  initCoreUtil: 0.404
worst_hold_path:
  hold_path.class: "flip-flop to flip-flop"
  hp-start: "state[4]"
global_route:
  grt_pass1_wl_um: 104000
  grtUsageTotal: 0.225
  grt_overflow: 0
  grt_max_degree: 64
  grt_pass1_vias: 19400
  antenna_found_initial: 0
pwr:
  finalPower_uw: 500
  p_comb_frac: 0.035
  seqPwrFrac: 0.465
  p_leak_nw: 13.5
  p_per_area_nw_per_um2: 18.7
  switching_power_uw: 110
  p_int_uw: 390
  clkPwrFrac: 0.500
  netSwitchingFraction: 0.220
  irDropWorstVdd_uv: 35.6
clock_tree:
  cts_tree: "done"
  clk_pin_slew_worst_paths_ns: 0.06
  cts_buffers: 17
  ctsHoldBuffers: 0
  cts_buffer_depth: 2
  root_buffer: "clkbuf_16"
  clock_latency_ns: 0.43
  htreeDepth: 4
  ctsResizeCount: 0
  postCtsSetupBuffers: 0
  cts_sinks: 143
synthesis:
  top_area_frac: 0.359
  top_area_cell: "fa_1"
  synth-area-yosys_um2: 24300
  ys_types: 74
  synth.cellmix.simpleShare: 0.139
  yosys_warnings: 1
  ys_sh_xor: 0.0159
  ys_sh_adder: 0.446
  synth-edff-count: 0
  synthArstFlopShare: 1.00
  synth-main-ff-cell: "dfrtp_1"
  synth_cells: 2832
  ys_seq_share: 0.147
  topCellsByArea: "fa_1 36%, dfrtp_1 15%, inv_1 11%"
  synth.avg_cell_area_um2: 8.58
  logic_family: "adder cells"
  ys_sh_mux: 0.0111
  ys_ff: 143
  syn_area_um2: 24300
  yosys.area_share.aoi: 0.114
  yosys-stat-cells: 2832
outcome:
  run_status: "finished clean"
[state kept, by name (all words and copies together), names as in the netlist, 2 cells and up]
signal	count
caddr_wr	12
state	6
cnt	4
iaddr	12
csel	2
product_sum	40
max	20
addr_cnt	12
cdata_wr	20
caddr_rd	12
[path summary, 6_finish.rpt]
check	endpoint	cells after the start
max	product_sum[39]	24
min	state[0]	0
max reg2reg	product_sum[39]	31
min reg2reg	state[0]	0
max in group asynchronous	state[5]	3
min in group asynchronous	cdata_wr[7]	2
[final cells by class]
| class | count | area share |
|---|---|---|
| Clock buffer | 21 | 0.0169 |
| Multi-Input combinational cell | 1887 | 0.661 |
| Timing Repair Buffer | 147 | 0.0509 |
| Inverter | 683 | 0.0961 |
| Clock inverter | 11 | 0.00445 |
| Tap cell | 782 | 0.0366 |
| Sequential cell | 143 | 0.134 |
[cells by family (layout without fill, tap and decap cells)]
family | Yosys count | after routing
muxes | 27 | 27
xor gates and xnor gates | 44 | 44
DFF | 143 | 143
and+or+nand+nor | 787 | 787
buffers and inverters | 802 | 862
adders and majority gates | 604 | 604
AOI/OAI and AO/OA | 424 | 424
other | 1 | 1
[cell usage after synthesis, drive strengths merged (3+ instances only)]
master,count
a211o,4
a211oi,19
a21boi,4
a21o,32
a21oi,103
a221oi,7
a22o,26
a22oi,12
a31oi,11
a41o,3
and2,24
and3,17
and4,5
buf,51
clkbuf,68
dfrtp,142
fa,436
ha,168
inv,683
mux2i,27
nand2,379
nand2b,20
nand3,47
nand3b,4
nand4,10
nor2,231
nor2b,17
nor3,12
nor4,3
o211ai,14
o21a,11
o21ai,122
o21bai,5
o221a,3
o221ai,5
o22ai,12
o31ai,9
o32ai,4
or2,4
or3,9
xnor2,25
xor2,19
[metal layers]
metal | vias to the layer above | global-route usage
met5 | - | 0.00772
met3 | 32 | 0.0668
li1 | 8771 | -
met2 | 523 | 0.359
met4 | 2 | 0.0222
met1 | 9397 | 0.329
[power groups by stage]
stage	Combinational [mW]	Sequential, mW	Clock [mW]
4_1_cts	0.0180	0.232	0.256
5_1_grt	0.0197	0.232	0.268
6_report	0.0173	0.232	0.250
Power figures rest on the tool's default switching activity, not on a simulated workload.

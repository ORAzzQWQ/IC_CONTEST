$ cat flow/run.sh
#!/bin/bash
# OpenROAD 26Q1-2900-gdf79404cd8, Yosys 0.63+post, stock flow scripts
make -C /OpenROAD-flow-scripts/flow DESIGN_CONFIG=/design/flow/config.mk WORK_HOME=/design/flow/orfs finish
$ cat flow/config.mk
export PLATFORM = sky130hd
export DESIGN_NAME = SME
export DESIGN_NICKNAME = SME
export VERILOG_FILES = /design/flow/design.v
export SDC_FILE = /design/flow/constraint.sdc
export NUM_CORES = 4
export LEC_CHECK = 1
export CORE_UTILIZATION = 30
$ cat flow/constraint.sdc
current_design SME

set clk_period 14.2
set clk_io_pct 0.2

create_clock -name clk0 -period $clk_period [get_ports {clk}]

set non_clock_inputs [all_inputs -no_clocks]
set_input_delay [expr $clk_period * $clk_io_pct] -clock clk0 $non_clock_inputs
set_output_delay [expr $clk_period * $clk_io_pct] -clock clk0 [all_outputs]
$ cat flow/design.v
module SME(clk,reset,chardata,isstring,ispattern,valid,match,match_index);
input clk;
input reset;
input [7:0] chardata;
input isstring;
input ispattern;
output reg match;
output reg [4:0] match_index;
output reg valid; 
parameter LOAD_STR = 0, LOAD_PAT = 1, CAL = 2, OUT = 3;
reg [2:0] state, next_state;
reg cal_done;
always@(posedge clk or posedge reset) begin
    if(reset) state <= LOAD_STR;
    else state <= next_state;
end
always@(*)begin
    case(state)
        LOAD_STR: next_state = isstring ? LOAD_STR : LOAD_PAT;
        LOAD_PAT: next_state = ispattern ? LOAD_PAT : CAL;
        CAL: next_state = cal_done ? OUT : CAL;
        OUT: next_state = isstring ? LOAD_STR : LOAD_PAT;
    endcase
end
reg [7:0] str[31:0], pat[7:0];
integer i;
reg [4:0] strptr;
reg [3:0] patptr;
always@(posedge clk or posedge reset) begin
    if(reset) begin
        for (i = 0; i<32 ; i=i+1) begin
            str[i] <= 8'd0;
        end
        strptr <= 5'd0;
    end
    else if(isstring)begin
        str[strptr] <= chardata;
        strptr <= strptr + 1;
    end
    else if(next_state == LOAD_STR) begin
        for (i = 0; i<32 ; i=i+1) begin
            str[i] <= 8'd0;
        end
        strptr <= 5'd0;
    end
end
always@(posedge clk or posedge reset) begin
    if(reset) begin
        for (i = 0; i<8 ; i=i+1) begin
            pat[i] <= 8'd0;
        end
        patptr <= 4'd0;
    end
    else if(ispattern)begin
        pat[patptr] <= chardata;
        patptr <= patptr + 1;
    end
    else if(next_state == OUT) begin
        for (i = 0; i<8 ; i=i+1) begin
            pat[i] <= 8'd0;
        end
        patptr <= 4'd0;
    end
end
reg [4:0] find_str;
reg [2:0] find_pat;
reg [4:0] match_cnt;
wire match_1, match_start, match_end;
assign match_1 = (pat[find_pat] == 8'h2E) || (str[find_str] == pat[find_pat]);
assign match_start = (pat[0] == 8'h5E);
assign match_end = (pat[patptr-1] == 8'h24);
always@(posedge clk or posedge reset) begin
    if(reset) begin
        find_str <= 5'd0;
        find_pat <= 3'd0;
        match_index <= 5'd0;
    end
    else if(state == CAL)begin
        if(find_str < strptr) begin
            if(match_1 && match_end) begin
            end
            else if(match_1) begin
                if(match_cnt == 0) match_index <= find_str;
                find_pat <= find_pat + 1;
                find_str <= find_str + 1;
            end
            else if(match_start) begin
                if(find_str == 0 && pat[find_pat + 1] == str[find_str + 1]) begin
                    match_index <= find_str;
                    find_pat <= find_pat + 2;
                    find_str <= find_str + 2;
                end
                else if(str[find_str] == 8'h20 && pat[find_pat + 1] == str[find_str + 1]) begin
                    match_index <= find_str + 1;
                    find_pat <= find_pat + 2;
                    find_str <= find_str + 2;
                end
                else begin
                    find_pat <= 3'd0;
                    find_str <= find_str + 1;
                end
            end
            else begin
                find_str <= find_str + 1;
                find_pat <= 3'd0;
            end
        end
    end
    else if(state == OUT) begin
        find_str <= 5'd0;
        find_pat <= 3'd0;
    end
end
always@(posedge clk or posedge reset) begin
    if(reset) begin
        match_cnt   <= 5'd0;
    end
    else if(state == CAL)begin
        if(find_str < strptr) begin
            if(match_1 && match_end) begin
                if(find_str == strptr - 1) match_cnt <= match_cnt + 2;
                else if(str[find_str + 1] == 8'h20 && find_pat == patptr - 2) match_cnt <= match_cnt + 2;
                else match_cnt <= match_cnt + 1;
            end
            else if (match_1) begin      
                match_cnt <= match_cnt + 1;
            end
            else if(match_start) begin
                if(find_str == 0 && pat[find_pat + 1] == str[find_str + 1]) match_cnt <= match_cnt + 2;
                else if(str[find_str] == 8'h20 && pat[find_pat + 1] == str[find_str + 1]) match_cnt <= match_cnt + 2;
            end
            else if (match_cnt == patptr) match_cnt<= match_cnt;
            else match_cnt <= 5'd0;
        end
    end
    else if(state == LOAD_PAT) begin
        match_cnt<= 5'd0;
    end
end
always@(posedge clk or posedge reset) begin
    if(reset) cal_done <= 0;
    else if(next_state == CAL)begin
        if(strptr==0) cal_done <= 1;
        else if(find_str == strptr - 1) cal_done <= 1;
        else if(match_cnt == patptr) cal_done <= 1;
    end
    else if(state == OUT) cal_done <= 0;
end
always@(posedge clk or posedge reset) begin
    if(reset) match <= 0;
    else if(next_state == OUT)begin
        if(match_cnt == patptr) match <= 1;
        else match <= 0;
    end
    else if(state == OUT) match <= 0;
end
always@(posedge clk or posedge reset) begin
    if(reset) valid <= 0;
    else if(next_state == OUT) valid <= 1;
    else if(state == OUT) valid <= 0;
end
endmodule
==> flow_metrics.env <==
# source this file to load flow results
export IMPL_top_cells_by_area="dfrtp_1 (41%), mux2_2 (6.8%), nand2_1 (5.2%)"
export IMPL_first_pass_iters=6
export IMPL_cp_cell_sequence="ha_1 > buf_4 > inv_1 > nor2_1 > ha_4 > buf_4 > nor2b_1 > buf_4 > a311oi_1 > a31oi_1 > or3_1 > nor4_1 > buf_4 > mux2i_1 > o2111ai_1 > nor3_2 > nand3_2 > a21oi_4 > mux2_2"
export IMPL_num_io_pins=19
export IMPL_clock_path_buffers=3
export IMPL_io_buffers=18
export IMPL_clock_skew_ns=0.0285
export IMPL_ys_sh_simple_pct=15.9
export IMPL_die_area_um2=73500
export IMPL_grtUsageMet2_pct=38.6
export IMPL_crit_type="register to register"
export IMPL_cts_root_buf="clkbuf_16"
export IMPL_clock_latency_ns=0.59
export IMPL_status="complete, no violations"
export IMPL_path_common_cell="buf_4"
export IMPL_p_clk_share_pct=25.9
export IMPL_hpwl_um=70600
export IMPL_die_x_um=271
export IMPL_syn_inst=2332
export IMPL_place_ws_ns=7.67
export IMPL_cts_tree="done"
export IMPL_grt_busiest_layer="met1"
export IMPL_htree_levels=2
export IMPL_p_int_mw=2.56
export IMPL_setup_tns_ns=0
export IMPL_worst_pin_slew_ns=1.26
export IMPL_hold_path_class="register to register"
export IMPL_ir_drop_v=0.0000971
export IMPL_ys_cells=2332
export IMPL_period_used_pct=47.5
export IMPL_fa_ha_area_share_pct=2.59
export IMPL_unclocked_pins=2
export IMPL_use_met1_pct=40.1
export IMPL_cts_made_buffers=42
export IMPL_synthArstFlopShare_pct=99.4
export IMPL_worstPathRequired_ns=14.67
export IMPL_drc_errors=0
export IMPL_grt_pass1_vias=19700
export IMPL_synth_area_um2=21700
export IMPL_cts_hold_buf=0
export IMPL_pwr_share_seq_pct=33.0
export IMPL_cap_violations=0
export IMPL_cts_repair_resized=0
export IMPL_yosys_area_um2=21700
export IMPL_clk_pin_slew_ns=0.06
export IMPL_gp_congestion=1.03
export IMPL_drt_iter0_drc=2183
export IMPL_rows=98
export IMPL_die_h_um=271
export IMPL_topCombFamilyByArea="AND-OR/OR-AND gates"
export IMPL_fillers=7202
export IMPL_setup_viol=0
export IMPL_synthDominantCellAreaShare_pct=40.5
export IMPL_slew_headroom_pct=15.0
export IMPL_untimed_endpoints=2
export IMPL_ant_nets=0
export IMPL_avgSynthCellArea_um2=9.32
export IMPL_cpPeakStageDelay_ns=0.66
export IMPL_clock_fmax_mhz=148
export IMPL_viasPerCell=6.17
export IMPL_rsz0062_at_grt="false"
export IMPL_routed_wl_um=103000
export IMPL_wl_per_cell_um=31.3
export IMPL_cts_setup_buffers=0
export IMPL_antenna_found_initial=0
export IMPL_grt_pass1_wl_um=148000
export IMPL_initCoreUtil_pct=30.4
export IMPL_cp_arrival_ns=7.21
export IMPL_end_kind="register"
export IMPL_hold_viol_final=0
export IMPL_fin_crit_ns=6.74
export IMPL_cpMaxStageDelayCell="buf_4"
export IMPL_r2r_slack_ns=7.46
export IMPL_power_leakage_nw=9.93
export IMPL_maxSlewViolCount=0
export IMPL_synth_main_ff_cell="dfrtp_1"
export IMPL_crit_fanout=55
export IMPL_cp_start_kind="register"
export IMPL_synthDistinctLibCells=99
export IMPL_syn_to_final_growth_pct=13.5
export IMPL_combGateArea_um2=11900
export IMPL_grt_overflow_total=0
export IMPL_aoi_share_pct=24.2
export IMPL_fin_ws_ns=7.46
export IMPL_ys_sh_xor_pct=1.57
export IMPL_p_switching_mw=1.98
export IMPL_synth_area_mux_share_pct=10.1
export IMPL_warnings=53
export IMPL_swShare_pct=43.6
export IMPL_num_vias=20300
export IMPL_yosysWarnings=3
export IMPL_edf_count=0
export IMPL_core_area_um2=71600
export IMPL_p_per_area_nw_per_um2=184
export IMPL_power_mw=4.55
export IMPL_met3_usage_pct=12.1
export IMPL_top_area_cell="dfrtp_1"
export IMPL_ys_flops=354
export IMPL_drive_above_1_share_pct=15.7
export IMPL_comb_power_share_pct=41.2
export IMPL_ff_latch_area_um2=8850
export IMPL_grt_max_degree=88
export IMPL_grt_usage_pct=28.6
==> final timing paths <==
kind,startpoint,endpoint,depth (start not counted)
max reg2reg,find_str[1],match_index[4],19
min in group asynchronous,reset,str[25][4],2
min reg2reg,str[10][0],str[10][0],2
max in group asynchronous,reset,str[23][7],4
max,find_str[1],match_index[4],19
min,str[10][0],str[10][0],2
==> cell usage after synthesis (all sizes together) (28+ instances only) <==
master	number
a21oi	87
mux2	131
a22oi	66
xnor2	28
buf	78
a22o	97
a211oi	28
inv	46
a31oi	31
mux2i	69
nand3	86
o21ai	228
clkbuf	123
nor2	65
ha	45
dfrtp	352
nand2	299
==> sequential cells by signal, summed over array words and instances, names as in the netlist <==
| register | cells |
|---|---|
| cal_done | 1 |
| find_pat | 3 |
| find_str | 5 |
| match | 1 |
| match_cnt | 5 |
| match_index | 5 |
| next_state | 2 |
| pat | 64 |
| patptr | 4 |
| state | 2 |
| str | 256 |
| strptr | 5 |
| valid | 1 |
==> power groups by stage <==
| stage | Sequential, mW | Combinational (mW) | Clock (mW) |
|---|---|---|---|
| after CTS | 1.49 | 1.81 | 1.20 |
| final | 1.50 | 1.87 | 1.18 |
| after global routing | 1.52 | 1.98 | 1.24 |
==> cells in the final DEF, fill, tap and decap left out, drive strengths merged, types with 18 or more instances in the layout <==
master	n
nand3	86
inv	49
a22oi	66
a22o	97
a222oi	23
nand4	26
buf	110
o22ai	21
a21oi	87
nor2	65
nor3	26
and2	27
nand2	299
nor4	25
ha	45
a211oi	28
a221oi	27
o21ai	228
a31oi	31
nand3b	23
clkdlybuf4s50	18
mux2i	69
dfrtp	352
xnor2	28
or3	18
mux2	131
clkbuf	59
==> per-stage QoR <==
step           util (%)  area (um^2)  hold slack, ns  std cells
2_1_floorplan         -        21700           0.455       2333
3_3_place_gp       32.3        23100           0.487       3208
3_5_place_dp       32.4        23200           0.496       3210
4_1_cts            34.5        24700           0.512       3287
5_1_grt            34.5        24700           0.539       3287
6_report           34.5        24700           0.505       3288
==> area by class of cell <==
| cell class | instances | area share (%) |
|---|---|---|
| multi-input cells | 1730 | 48.4 |
| repair buffers | 128 | 4.19 |
| inverters | 48 | 0.761 |
| clock inverters | 18 | 1.04 |
| flip-flops and latches | 354 | 35.9 |
| clock buffers | 59 | 4.97 |
| diodes | 1 | 0.0101 |
| well taps | 950 | 4.82 |
==> worst max-delay path, delay by kind of cell (launching register included) <==
kind                     cells  cell delay [ns]
AND-OR/OR-AND                4             0.82
adder cells (fa/ha/maj)      2             0.71
buffers and inverters        5             1.86
flip-flops                   1             0.56
multiplexers                 2             0.54
AND/OR/NAND/NOR              6             2.09
==> kinds of logic (layout without fill, tap and decap cells) <==
family | count (synthesis) | after routing
compound gates | 758 | 758
xor+xnor | 38 | 38
mux | 201 | 201
buf+inv | 249 | 253
other cells | 1 | 3
simple gates | 686 | 686
latches | 2 | 2
fa+ha+maj | 45 | 45
flops | 352 | 352
==> metal layers <==
metal  share of wire (%)  vias up
li1                    -     8747
met3                  12      282
met4                 5.8        2
met5               0.043        -
met1                  41    10100
met2                  41     1171
No activity file was given, so power comes from the tool's default toggle rates.

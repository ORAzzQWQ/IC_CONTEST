### /design/flow/run.sh
#!/bin/bash
# OpenROAD 26Q1-2900-gdf79404cd8, Yosys 0.63+post, stock flow scripts
make -C /OpenROAD-flow-scripts/flow DESIGN_CONFIG=/design/flow/config.mk WORK_HOME=/design/flow/orfs finish
### /design/flow/config.mk
export PLATFORM = sky130hd
export DESIGN_NAME = geofence
export DESIGN_NICKNAME = geofence
export VERILOG_FILES = /design/flow/design.v
export SDC_FILE = /design/flow/constraint.sdc
export NUM_CORES = 4
export LEC_CHECK = 1
export CORE_UTILIZATION = 50
### /design/flow/constraint.sdc
current_design geofence

set clk_period 29.3
set clk_io_pct 0.2

create_clock -name clk0 -period $clk_period [get_ports {clk}]

set non_clock_inputs [all_inputs -no_clocks]
set_input_delay [expr $clk_period * $clk_io_pct] -clock clk0 $non_clock_inputs
set_output_delay [expr $clk_period * $clk_io_pct] -clock clk0 [all_outputs]
### /design/flow/design.v
module geofence ( clk,reset,X,Y,valid,is_inside);
input clk;
input reset;
input [9:0] X;
input [9:0] Y;
output reg valid;
output reg is_inside;
parameter LOAD = 0, SORT = 1, PRINT = 2, IDLE = 3;
reg [1:0]state, next_state;
reg [9:0] Xdata [5:0], Ydata [5:0], tx, ty;
reg signed [10:0] Ax, Ay, Bx, By;
reg [3:0] cnt, ptrA, ptrB, plus, i;
wire signed [20:0] cross_product;
always @(*) begin
    case (state)
        IDLE:begin
            next_state = LOAD;
        end
        LOAD:begin
            if(cnt >= 6) next_state = SORT;
            else next_state = LOAD;
        end
        SORT:begin
            if(ptrA == 4 && ptrB == 5) next_state = PRINT;
            else next_state = SORT;
        end
        PRINT:begin
            if(ptrA == 5) next_state = IDLE;
            else next_state = PRINT;
        end
    endcase 
end
always@(posedge clk or posedge reset) begin
    if(reset) begin
        state <= LOAD;
        tx <= 0;
        ty <= 0;
        for(i=0;i<6;i=i+1) begin
            Xdata[i] <= 0;
            Ydata[i] <= 0;
        end
        ptrA <= 1;
        ptrB <= 2;
        plus <= 0;
        valid <= 0;
        is_inside <= 0;
        cnt <= 0;
    end
    else begin
        state <= next_state;
        case (state)
            IDLE:begin
                valid <= 0;
                is_inside <= 0;
                cnt <= 0;
                ptrA <= 1;
                ptrB <= 2;
                plus <= 0;
            end
            LOAD:begin
                if(cnt == 0) begin
                    tx <= X;
                    ty <= Y;
                end
                else begin
                    Xdata[cnt-1] <= X;
                    Ydata[cnt-1] <= Y;
                end
                cnt <= cnt + 1;
            end
            SORT:begin
                if(cross_product > 0) begin  
                    Xdata[ptrA] <= Xdata[ptrB];
                    Xdata[ptrB] <= Xdata[ptrA];
                    Ydata[ptrA] <= Ydata[ptrB];
                    Ydata[ptrB] <= Ydata[ptrA];
                end
                if(ptrA == 4 && ptrB == 5) begin
                    ptrA <= 0;
                    ptrB <= 1;
                end
                else if(ptrB < 5) begin
                    ptrB <= ptrB + 1;
                end
                else begin
                    ptrA <= ptrA + 1;
                    ptrB <= ptrA + 2;
                end
            end
            PRINT:begin
                if(cross_product > 0) begin
                    plus <= plus + 1;
                end
                if(ptrA == 5) begin
                    valid <= 1;
                    if(plus == 0 || plus == 6) is_inside <= 1;
                    else is_inside <= 0;
                end
                else if(ptrA == 4) begin
                    ptrA <= 5;
                    ptrB <= 0;
                end
                else begin
                    ptrA <= ptrA + 1;
                    ptrB <= ptrB + 1;
                end
            end
        endcase         
    end
end
assign cross_product = Ax * By - Bx * Ay;
always@(*)begin
    Ax = 0;
    Ay = 0;
    Bx = 0;
    By = 0;
    case(state)
        SORT:begin
            Ax = Xdata[ptrA] - Xdata[0];
            Ay = Ydata[ptrA] - Ydata[0];
            Bx = Xdata[ptrB] - Xdata[0];
            By = Ydata[ptrB] - Ydata[0];
        end
        PRINT:begin
            Ax = Xdata[ptrA] - tx;
            Ay = Ydata[ptrA] - ty;
            Bx = Xdata[ptrB] - Xdata[ptrA];
            By = Ydata[ptrB] - Ydata[ptrA];      
        end
    endcase
end
endmodule
==> results.yml <==
# synthesis and place-and-route metrics
cts:
  insertion_delay_ps: 450
  cts_root_buf: "clkbuf_16"
  numCtsBuffers: 17
  cts.sinks: 162
  cts_tree: "done"
  clockBufferDepth: 2
  clkTransAtPathRegs_ps: 60
  cts_setup_buffers: 0
  cts_htree_levels: 4
  hold_buffers: 0
  cts_resized: 0
synth:
  syn-mean-instance-area_um2: 8.70
  post_synth_instance_area_um2: 21800
  yosysTopAreaCell: "fa_1"
  yosysWarnings: 3
  edf_count: 0
  synth_chip_area_um2: 21800
  postSynthSeqShare_pct: 18.6
  ys_ff: 162
  ys_types: 72
  top_cell: "inv_1"
  synthArstFlopShare_pct: 100
  synth.top_cell.area_share_pct: 23.7
  netlist_instances: 2508
  area_leaders: "fa_1, dfrtp_1, ha_1"
  yosys-stat-cells: 2508
  top_cells_by_count: "inv_1, nand2_1, fa_1"
  ff_type: "dfrtp_1"
die:
  std_cell_rows: 76
  initCoreUtil_pct: 50.6
  fp.dieW_um: 211
  fp.dieArea_um2: 44500
  coreArea_um2: 43100
  die_height_um: 211
  pin_count: 24
sta:
  drv_slew: 0
  tightest_slew_ps: 948
  post-route-period-util_pct: 45.2
  slew_headroom_pct: 36.4
  hold_violations: 0
  setup_viol: 0
  fin_tns_setup_ps: 0
  skew_ps: 6.47
  period_needed_ps: 13240
  fmax_mhz: 75.5
  rsz0062_at_grt: "no"
  setup_slack_ps: 16060
outcome:
  status: "finished clean"
route:
  dr.pass1.iters: 7
  final_antenna_net_count: 0
  via_per_inst: 5.81
  antennaDiodeCount: 0
  num_vias: 17800
  detail_route.wirelength_um: 64000
  drc: 0
  drt-initial-drc-count: 1296
  wl_per_cell_um: 20.9
hold_path:
  hold_end: "valid$_DFFE_PP0P_"
  min_path_cells: 2
  worstHoldStart: "valid$_DFFE_PP0P_"
  min_path_type: "reg -> reg"
placement:
  dp_slack_ps: 16180
  io_buffer_count: 23
  hpwl_um: 48000
  gp_congestion: 0.976
  detailed_place.area_um2: 22700
job:
  warnings: 47
  max-cap-violations: 0
power:
  p_clk_share_pct: 51.4
  comb_power_share_pct: 3.3
  ir_worst_vdd_uv: 37.7
  switching_share_pct: 21.4
  switchingPower_w: 0.000106
  power_density_nw_per_um2: 21.2
  seq_power_share_pct: 45.3
  p_int_w: 0.000389
  leakage_nw: 10.9
critical_path:
  worst_ep_arrival_time_ps: 13570
  path_common_cell: "fa_1"
  crit_path_start_kind: "flip-flop"
  cp_max_fo: 40
  critical_path_required_ps: 29630
  r2r-start: "ptrB[2]$_DFFE_PP0P_"
  reg2reg_to: "Ydata[3][9]$_DFFE_PP0P_"
  crit_path_end_kind: "flip-flop"
  rr_worst_depth: 40
  cp_slowest_cell: "ha_2"
  worstSetupPathType: "reg -> reg"
  critPathMaxStageDelay_ps: 610
  rrSetupSlack_ps: 16060
global_routing:
  grt_usage_pct: 31.4
  antenna_found_initial: 2
  grt-ovfl-total: 0
  grt_pass1_vias: 18000
  grt_max_degree: 124
  grt_first_pass_wirelength_um: 101000
layout:
  fin_area_um2: 23300
  drive_gt1_share_pct: 10.7
  syn_to_final_growth_pct: 6.99
==> metal layers <==
layer,wire [um],global-route usage [%]
met1,25900,44.6
met2,30500,50.1
met3,5330,7.58
met4,2320,9.15
met5,0,0
==> state kept, by name (all words and copies together), names as in the netlist <==
register,cells
ptrA,4
plus,4
is_inside,1
cnt,4
state,4
ty,10
Xdata,60
ptrB,4
valid,1
tx,10
Ydata,60
==> worst max-delay path, delay by kind of cell, from the launching register on <==
kind,cells,cell delay (ps)
flops,1,360
mux,1,360
simple gates,9,1890
compound gates,9,2650
fa+ha+maj,10,4870
xor+xnor,2,890
buf+inv,9,1990
==> placed cells by master, fill, tap and decap left out, types with 5 or more instances in the layout <==
cell,count
a222oi_1,41
a21oi_1,208
nor4_1,6
o21a_1,28
nand3_1,24
o21ai_1,23
ha_1,140
xor2_1,17
o31ai_1,6
nand4_1,7
mux2_4,18
bufinv_16,5
nand2b_1,35
a211oi_1,8
dfrtp_1,157
a22oi_1,35
nor2_1,167
nor3_1,28
inv_1,358
nor3b_1,10
or3_1,12
o211ai_1,36
buf_4,50
mux2_2,131
xnor2_1,39
mux2i_1,5
fa_1,258
and2_1,21
clkdlybuf4s50_1,23
nand2_1,262
a21o_1,15
or2_2,6
o21ai_0,141
nor2b_1,38
and3_1,13
clkbuf_16,17
a31oi_1,12
==> worst max path at each step <==
stage	start	to	slack, ps
CTS	ptrB[2]$_DFFE_PP0P_	Ydata[3][9]$_DFFE_PP0P_	16180
global route	ptrB[2]$_DFFE_PP0P_	Ydata[3][9]$_DFFE_PP0P_	15300
finish	ptrB[2]$_DFFE_PP0P_	Ydata[3][9]$_DFFE_PP0P_	16060
==> final cells by class <==
class / count / area, um^2
fillers: 3909 / 19700
multi-input cells: 1848 / 15900
flip-flops and latches: 162 / 4060
inverters: 359 / 1350
well taps: 585 / 732
repair buffers: 74 / 626
clock buffers: 22 / 484
clock inverters: 10 / 178
==> power groups by stage <==
stage                 sequential [W]  clock (W)  combinational (W)
after CTS                   0.000224   0.000258          0.0000167
after global routing        0.000224   0.000265          0.0000186
final                       0.000224   0.000254          0.0000165
==> metrics by stage <==
| stage | hold slack [ps] | std cells | total power (W) | utilization, % |
|---|---|---|---|---|
| after floorplan | 423 | 2508 | 0.000236 | - |
| after global placement | 468 | 3028 | 0.000244 | 52.7 |
| after detailed placement | 470 | 3028 | 0.000244 | 52.7 |
| after CTS | 494 | 3060 | 0.000499 | 54.2 |
| after global routing | 512 | 3060 | 0.000507 | 54.2 |
| final | 488 | 3060 | 0.000494 | 54.2 |
==> cell families after synthesis <==
group / synth area share (%)
flops: 18.6
mux: 8.40
xor+xnor: 2.48
compound gates: 16.7
simple gates: 13.4
buf+inv: 8.69
fa+ha+maj: 31.8
Power and IR drop assume default switching activity.
